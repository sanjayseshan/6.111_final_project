<file path="flow/config.mk">
export PLATFORM = sky130hd
export DESIGN_NAME = message_router
export DESIGN_NICKNAME = message_router
export VERILOG_FILES = /design/flow/design.v
export SDC_FILE = /design/flow/constraint.sdc
export NUM_CORES = 4
export LEC_CHECK = 1
export CORE_AREA = 10 10 93 93
export DIE_AREA = 0 0 103 103
</file>
<file path="flow/constraint.sdc">
current_design message_router

set clk_period 1.0
set clk_io_pct 0.2

create_clock -name clk0 -period $clk_period [get_ports {clk_in}]

set non_clock_inputs [all_inputs -no_clocks]
set_input_delay [expr $clk_period * $clk_io_pct] -clock clk0 $non_clock_inputs
set_output_delay [expr $clk_period * $clk_io_pct] -clock clk0 [all_outputs]
</file>
<file path="flow/design.v">
`timescale 1ns / 1ps
`default_nettype none  
module message_router #(parameter PROC_BITS = 4, parameter DATA_SIZE = 32, parameter PROC_ID=4'b0000)(
  input wire clk_in,
  input wire rst_in,
  input wire [DATA_SIZE-1:0] addr_req_in,
  input wire [DATA_SIZE-1+PROC_BITS:0] data_route_in,
  input wire valid_in,
  input wire req_ready_in,
  output logic valid_req_out,
  output logic valid_route_out,
  output logic [DATA_SIZE-1+PROC_BITS:0] msg_out,
  output logic [DATA_SIZE-1:0] data_route_out
  );
  always_ff @ (posedge clk_in) begin
    if (req_ready_in) begin 
      msg_out <= {addr_req_in,PROC_BITS};
    end
    valid_req_out <= req_ready_in;
    if (valid_in ) begin  
      data_route_out <= data_route_in[DATA_SIZE+PROC_BITS-1:PROC_BITS-1];
      valid_route_out <= 1;
    end else valid_route_out <= 0;
  end
endmodule
`default_nettype wire
</file>
<file path="flow/run.sh">
#!/bin/bash
# OpenROAD 26Q1-2900-gdf79404cd8, Yosys 0.63+post, stock flow scripts
make -C /OpenROAD-flow-scripts/flow DESIGN_CONFIG=/design/flow/config.mk WORK_HOME=/design/flow/orfs finish
</file>
==> flow_summary_export.csv <==
group,metric,value,unit
floorplan,ios,142,
timing,rsz0062_at_grt,"yes",
timing,slew_violations,0,
synth,xor_share,0,%
synth,ys_sh_mux,0,%
worst_setup_path,crit_required,800,ps
synth,ys_types,4,
clock_tree,cts.hold.buffers_added,0,
placed_design,place_area,2130,um^2
finish,n_fill_cell,676,
pwr,p_per_area,1590,nW/um^2
clock_tree,numCtsBuffers,5,
timing,final-hold-violation-count,0,
clock_tree,cts.path.max_buffers,2,
job,maxCapViolations,0,
pwr,power,3240,uW
worst_setup_path,cp_num_buf_inv,1,
synth,aoi_share,0,%
routing,drt_iter0_drc,17,
synth,ys_seq_share,81.9,%
timing,setup_viol,0,
synth,ys_sh_adder,0,%
worst_setup_path,critPathMaxStageDelay,390,ps
worst_setup_path,cp.arrival,800,ps
synth,netlist_instances,72,
routing,ant_nets,0,
synth,simple_gate_share,0,%
worst_setup_path,setup.worst_path.start_class,"register",
worst_setup_path,path_class,"reg2out",
synth,ys_cells,72,
finish,drive_gt1_share,31.4,%
routing,via_count,754,
placed_design,port_buffers,76,
pwr,ir_drop,0.457,mV
synth,largest_area_cell,"edfxtp_1",
global_route,grt_usage,5.54,%
finish,post-route-cell-area,2040,um^2
synth,yosys_warnings,1,
synth,ys_area,1370,um^2
finish,syn_to_final_growth,48.7,%
clock_tree,cts_tree,"yes",
synth,avgSynthCellArea,19.0,um^2
hold_path,min_path_type,"in2reg",
synth,top_logic_kind,"buffers and inverters",
global_route,antenna_found_initial,0,
job,warnings,60,
placed_design,hpwl,2790,um
global_route,grt_pass1_wl,4460,um
routing,drt_wl_total,3280,um
floorplan,dieArea,10600,um^2
pwr,leakagePower,0.000833,uW
synth,synth-seq-cells,38,
finish,seq_area,1120,um^2
global_route,gr-total-overflow,0,
routing,remaining_drc_errors,0,
global_route,grt_start_max_net_pins,24,
finish,final-comb-area,120,um^2
timing,hold_slack,470,ps
routing,via_per_inst,3.19,
worst_setup_path,crit_chain,"buf_2",
synth,synth_top_area_share,79.0,%
floorplan,fp-utilization,20.3,%
placed_design,place_congestion,0.754,
worst_setup_path,cp-end-kind,"primary output",
floorplan,die_h,103,um
timing,period_used_share,99.6,%
clock_tree,root_buffer,"clkbuf_8",
clock_tree,clkSinkCount,38,
floorplan,core,6760,um^2
worst_setup_path,crit_family,"flip-flops",
synth,netlist_area,1370,um^2
clock_tree,htreeDepth,2,
routing,first_pass_iters,3,
worst_setup_path,cp_max_fo,1,
worst_setup_path,slowest_stage,"edfxtp_1",
clock_tree,path_clk_slew,70,ps
floorplan,fp-row-count,30,
routing,wl_per_cell,13.9,um
global_route,grt_pass1_vias,847,
floorplan,die_w,103,um
timing,timing.fmax,1000,MHz
synth,yosys-top-cells-area,"edfxtp_1 79%, buf_4 18%, dfxtp_1 2.9%",
timing,layout_min_cycle_time,996,ps
run_status,status,"finished, final reports clean",
routing,diodes,0,
-- sequential cells by signal (all words and copies together) (netlist names) --
signal	flops
data_route_out	32
msg_out	4
valid_req_out	1
valid_route_out	1
-- cell families (layout without fill, tap and decap cells) --
family / Yosys count / in the layout
flops: 38 / 38
buf+inv: 32 / 86
other cells: 2 / 32
-- repair_timing --
| action | in CTS | in global routing |
|---|---|---|
| buffers inserted | 0 | 0 |
| pin swaps | 0 | 0 |
| gates resized | 117 | 3 |
| hold endpoints to repair | 0 | 0 |
| endpoints found under the setup margin | 38 | 29 |
-- metrics by stage --
step | instances | setup slack (ps) | utilization (%) | setup TNS [ps]
6_report | 236 | 3.68 | 30.1 | 0
5_1_grt | 236 | -48.5 | 30.1 | -365
4_1_cts | 236 | -40.9 | 30.3 | -70.6
3_5_place_dp | 228 | -248 | 31.5 | -7930
3_3_place_gp | 228 | -238 | 31.5 | -7730
2_1_floorplan | 102 | 501 | - | 0
-- synth_stat cells (all sizes together) --
library cell  count
buf              32
conb              2
dfxtp             2
edfxtp           36
-- metal layers --
layer	vias to the layer above	GRT usage (%)	routed length [um]	part of all wire, %
li1	351	-	-	-
met1	339	6.18	1100	33
met2	62	9.22	1680	51
met3	2	2.98	458	14
met4	0	1.18	36	1.1
met5	-	0	0	0
-- power by group --
part	internal, uW	switching, uW	total, uW	leakage [uW]
Sequential	1880	25.4	1900	0.000369
Combinational	210	79.8	290	0.000416
Clock	553	491	1040	0.0000472
Total	2640	596	3240	0.000833
-- area by class of cell --
class | count | area share, %
Sequential cell | 38 | 55.1
Timing Repair Buffer | 78 | 29.4
Multi-Input combinational cell | 32 | 5.90
Tap cell | 80 | 4.92
Clock buffer | 6 | 4.06
Clock inverter | 2 | 0.615
-- worst paths after layout --
check,from,endpoint,slack (ps),cells past startpoint
min,data_route_in[17],data_route_out[14],470,1
max,msg_out[32],msg_out[32],4,1
-- placed cells by master, fill, tap and decap left out --
cell	n
clkbuf_8	6
dfxtp_2	1
clkinv_2	1
conb_1	32
buf_2	36
buf_4	1
clkinvlp_4	1
clkdlybuf4s50_1	38
edfxtp_1	36
clkbuf_2	2
buf_12	1
dfxtp_1	1
No activity file was given, so power comes from the tool's default toggle rates.
