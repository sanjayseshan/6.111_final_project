$ cat flow/config.mk
export PLATFORM = sky130hd
export DESIGN_NAME = graph_fetch
export DESIGN_NICKNAME = graph_fetch
export VERILOG_FILES = /design/flow/design.v
export SDC_FILE = /design/flow/constraint.sdc
export NUM_CORES = 4
export LEC_CHECK = 1
export CORE_UTILIZATION = 40
$ cat flow/constraint.sdc
current_design graph_fetch

set clk_period 24.9
set clk_io_pct 0.2

create_clock -name clk0 -period $clk_period [get_ports {clk_in}]

set non_clock_inputs [all_inputs -no_clocks]
set_input_delay [expr $clk_period * $clk_io_pct] -clock clk0 $non_clock_inputs
set_output_delay [expr $clk_period * $clk_io_pct] -clock clk0 [all_outputs]
$ cat flow/design.v
`timescale 1ns / 1ps
`default_nettype none  
module FIFO #(parameter DATA_WIDTH = 32, parameter DEPTH = 8)(
  input wire clk_in,
  input wire rst_in,
  input wire deq_in,
  input wire [DATA_WIDTH-1:0] enq_data_in,
  input wire enq_in,
  output logic full_out,
  output logic [DATA_WIDTH-1:0] data_out,
  output logic empty_out,
  output logic valid_out
);
    logic [DATA_WIDTH-1:0] queue [DEPTH-1:0];
    logic valid [DEPTH-1:0];
    logic [$clog2(DEPTH):0] read_ptr;
    logic [$clog2(DEPTH):0] write_ptr;
    always_ff @( posedge clk_in ) begin
        if (rst_in) begin
            for (int i=0; i<DEPTH; i=i+1) begin
                queue[i] <= 0;
                valid[i] <= 0;
            end
            data_out <= 0;
            read_ptr <= 0;
            write_ptr <= 0;
            valid_out <= 0;
        end else begin
            if (deq_in && ~empty_out && valid[read_ptr]) begin
                data_out <= queue[read_ptr];
                valid_out <= 1;
                valid[read_ptr] <= 0;
                read_ptr <= (read_ptr < DEPTH-1) ? read_ptr +1 : 0;
            end else valid_out <= 0;
            if (enq_in && ~full_out && valid[write_ptr] == 0) begin
                queue[write_ptr] <= enq_data_in;
                valid[write_ptr] <= 1;
                write_ptr <= (write_ptr < DEPTH-1) ? write_ptr +1 : 0;
            end
            empty_out <= (read_ptr == write_ptr && ~valid[read_ptr]);
            full_out <= (read_ptr==write_ptr && valid[read_ptr]);
        end
    end
endmodule
`default_nettype wire
`timescale 1ns / 1ps
`default_nettype none  
module graph_fetch #(parameter DIM = 2)(
  input wire clk_in,
  input wire rst_in,
  input wire [31:0] v_addr_in,
  input wire valid_in,
  input wire pos_deq_in,  
  output logic [31:0] data_out,  
  output logic data_valid_out,
  output logic pos_full_out,
  output logic pos_empty_out,
  input wire neigh_deq_in,  
  output logic [31:0] neigh_fifo_out,  
  output logic neigh_valid_out,
  output logic neigh_full_out,
  output logic neigh_empty_out,
  output logic reached_neigh_end_out,
  input wire mem_valid_in,
  input wire [31:0] mem_data_in,
  output logic mem_valid_out,
  output logic [31:0] mem_req_out,
  input wire mem_valid_in2,
  input wire [31:0] mem_data_in2,
  output logic mem_valid_out2,
  output logic [31:0] mem_req_out2,
  output logic [31:0] visited_req_out,
  output logic visited_req_valid_out,
  input wire visited_val_in,
  input wire visited_val_valid_in
  );
  logic [$clog2(DIM)+1:0] ct;  
  logic req_ready_n;
  logic req_ready_d;
  logic valid_bit;
  FIFO#(.DATA_WIDTH(32),.DEPTH(4)) neighbors (
        .clk_in(clk_in),
        .rst_in(rst_in),
        .deq_in(neigh_deq_in),
        .enq_data_in(mem_data_in2),
        .enq_in(visited_val_valid_in&&(~visited_val_in)&&(mem_data_in2!=0)),  
        .full_out(neigh_full_out),
        .data_out(neigh_fifo_out),
        .valid_out(neigh_valid_out),
        .empty_out(neigh_empty_out)
  );
  FIFO#(.DATA_WIDTH(32),.DEPTH(DIM<<2)) position (
      .clk_in(clk_in),
      .rst_in(rst_in),
      .deq_in(pos_deq_in),
      .enq_data_in(mem_data_in),
      .enq_in(mem_valid_in&&(ct<DIM)&&(~req_ready_v)), 
      .full_out(pos_full_out),
      .data_out(data_out),
      .valid_out(data_valid_out),
      .empty_out(pos_empty_out)
  );
    logic req_ready_v;
    always_ff @( posedge clk_in ) begin
      if (rst_in) begin
        ct <= 0;
        mem_valid_out <= 1'b0;
        mem_valid_out2 <= 1'b0;
        req_ready_n <= 1'b0;
        req_ready_d <=1'b0;
        req_ready_v <= 1'b0;
        reached_neigh_end_out <= 1'b0;
      end else begin
        if (valid_in) begin
          mem_req_out2 <= v_addr_in + 1 + DIM;
          mem_valid_out2 <= 1'b1;
          req_ready_n <= 1'b0;
          req_ready_d <= 1'b0;
          req_ready_v <= 1'b0;
          ct <= 0;
          reached_neigh_end_out <= 1'b0;
        end
        else begin
          if(mem_data_in2 != 0 && mem_valid_in2) begin
            mem_req_out <= mem_data_in2;
            mem_valid_out <= 1'b1;
            req_ready_v <= 1'b1;
          end    
          else if (req_ready_v && mem_valid_in) begin
            mem_valid_out <= 1'b0;
            visited_req_out <= mem_data_in;
            visited_req_valid_out <= 1'b1;
          end else if (req_ready_v && visited_val_valid_in) begin
            if (~visited_val_in) begin
              req_ready_d <= 1'b1;
            end else begin
              req_ready_n <= 1'b1;
              req_ready_v <= 1'b0;
            end
          end
          else if (req_ready_d && ~req_ready_v && mem_req_out <= mem_data_in2 + DIM-1) begin
            mem_req_out <= mem_req_out + 1;
            mem_valid_out <= 1'b1;
          end 
          else if (req_ready_d && req_ready_v) begin
            req_ready_v <= 1'b0;
            mem_req_out <= mem_data_in2 + 1;
            mem_valid_out <= 1'b1;
          end
          else begin
            mem_valid_out <= 1'b0;
            req_ready_d <= 1'b0;
            visited_req_valid_out <= 1'b0;
          end
          if (mem_data_in2 != 0 && ct>=(DIM-1)) begin 
            if (neigh_full_out) req_ready_n <= 1'b1;
            else begin
              mem_valid_out2 <= 1'b1;
              mem_req_out2 <= mem_req_out2 + 1;
            end
          end 
          else if (req_ready_n && ~neigh_full_out) begin 
            mem_req_out2 <= mem_req_out2 + 1;
            mem_valid_out2 <= 1'b1;
            req_ready_n <= 1'b0;
          end
          else begin
            if (~neigh_full_out && ~req_ready_v) req_ready_n <= 1'b0; 
            mem_valid_out2 <= 1'b0;
          end
          if (mem_valid_in2 && mem_data_in2 == 0) reached_neigh_end_out <= 1'b1;
          else if (mem_data_in2 != 0) reached_neigh_end_out <= 1'b0;
          if (mem_valid_in && ~pos_full_out && ~req_ready_v) begin
            ct <= (ct>=DIM-1) ? 0 : ct+1;
          end
        end
      end
    end
endmodule
`default_nettype wire
$ cat flow/run.sh
#!/bin/bash
# OpenROAD 26Q1-2900-gdf79404cd8, Yosys 0.63+post, stock flow scripts
make -C /OpenROAD-flow-scripts/flow DESIGN_CONFIG=/design/flow/config.mk WORK_HOME=/design/flow/orfs finish
==> results.json <==
{
  "status": "completed",
  "dpl_cell_area_um2": 32200,
  "power.combinational.fraction_pct": 8.1,
  "warnings": 30,
  "switching_share_pct": 23.8,
  "ys_top_cells_by_count": "sky130_fd_sc_hd__edfxtp_1 (485), sky130_fd_sc_hd__and2_1 (359), sky130_fd_sc_hd__nand2_1 (168)",
  "final.setup_skew_ps": 30.2,
  "initial_utilization_pct": 40.5,
  "rsz0062_at_grt": "no",
  "grt_max_degree": 62,
  "timing_worst_setup_path_type": "input port to flip-flop",
  "cts.repair_timing.setup_buffer_count": 0,
  "route.antenna.remaining_nets": 0,
  "die_h_um": 269,
  "final_util_pct": 49.1,
  "timing_max_transition_violations_final": 0,
  "clock_pin_slew_reported_for_the_worst_setup_and_hold_paths_after_clock_tree_synthesis_ps": 60,
  "rr_endpoint": "mem_req_out[28]$_DFFE_PP_",
  "timing.critical_path.required_ps": 25390,
  "grt-ovfl-total": 0,
  "internal_dissipation_mw": 1.76,
  "cts.root.buffer_cell": "sky130_fd_sc_hd__clkbuf_16",
  "clockBufferDepth": 3,
  "globalRouteMet2Util_pct": 36.0,
  "whs_endpoint": "neighbors.data_out[7]$_SDFFE_PP0P_",
  "synthArstFlopShare_pct": 0,
  "placement.io_buffers": 274,
  "global_route.peak_usage_layer": "met2",
  "cts_sinks": 596,
  "setup_viol": 0,
  "post_drt_wl_per_cell_um": 23.0,
  "ys_seq_elements": 596,
  "numCtsBuffers": 67,
  "totalWireLength_um": 82600,
  "route.detailed.drc": 0,
  "ys_seq_share_pct": 59.0,
  "floorplan.die.width_um": 269,
  "pwrdens_nw_per_um2": 67.1,
  "gp_congestion": 0.936,
  "fraction_of_final_layout_cells_with_drive_strength_greater_than_1_pct": 9.77,
  "cpLargestDelayFamily": "simple AND/OR/NAND/NOR gates",
  "enable_flop_cells": 485,
  "worst_path_most_repeated_cell": "sky130_fd_sc_hd__nand3_1",
  "synth-main-ff-cell": "sky130_fd_sc_hd__edfxtp_1",
  "layout_worst_path_cycle_share_pct": 46.7,
  "setup.worst_path.start_class": "input port",
  "post-route-cell-area_um2": 34400,
  "worstReg2RegStart": "mem_req_out[14]$_DFFE_PP_",
  "total_switching_power_uw": 551,
  "insertion_delay_ps": 620,
  "cts_tree": "yes",
  "postLayoutSetupSlackWorst_ps": 13280,
  "worstPathBufferInverterCount": 1,
  "critical_path.endpoint_type": "flip-flop",
  "crit_fanout": 13,
  "setup-tns-final_ps": 0,
  "drt-initial-drc-count": 1122,
  "place_hpwl_um": 49700,
  "final.min_clock_period_ps": 11620,
  "yosysChipArea_um2": 28400,
  "count_of_yosys_warnings_during_synthesis": 3,
  "pwr-share-seq_pct": 49.4,
  "timing.final.hold_violations": 0,
  "post_layout_nonfiller_instances": 3584,
  "relSlewSlack_pct": 46.2,
  "leakage_nw": 12.1,
  "global_route.usage.total_pct": 24.6,
  "max-vdd-ir-drop_uv": 58.0,
  "routed_via_density": 5.53,
  "syn-cell-area_um2": 28400,
  "yosys-top-cells-area": "sky130_fd_sc_hd__edfxtp_1 (51%), sky130_fd_sc_hd__and2_1 (7.9%), sky130_fd_sc_hd__dfxtp_1 (7.8%)",
  "row_count": 97,
  "htree_levels": 3,
  "cts_repair_resize_count": 0,
  "clock_power_share_pct": 42.5,
  "first_pass_iters": 6,
  "first_global_vias": 19970,
  "hold_buffers": 0,
  "slowest_library_cell_on_the_worst_path": "sky130_fd_sc_hd__clkdlybuf4s50_1",
  "min-delay-path-class": "flip-flop to flip-flop",
  "post-place-ws_ps": 12740,
  "worst_max_slew_pin_slew_ps": 800,
  "area_growth_syn_to_layout_pct": 21.0,
  "postSynthCellCount": 2353,
  "min_delay_path_depth": 2,
  "maxClockFrequency_mhz": 86.1,
  "synth.most_common_cell": "sky130_fd_sc_hd__edfxtp_1",
  "maxCapViolations": 0,
  "design.die.area_um2": 72200,
  "r2r_cells": 15,
  "signal_arrival_time_at_the_worst_endpoint_ps": 12100,
  "launch_instance_of_the_worst_min_delay_path": "neighbors.data_out[7]$_SDFFE_PP0P_",
  "avgSynthCellArea_um2": 12.1,
  "slowest_delay_ps": 790,
  "ys_cells": 2353,
  "yosys.area.top_type": "sky130_fd_sc_hd__edfxtp_1",
  "post-place-cells": 3458,
  "wire_length_of_the_first_global_routing_pass_um": 124000,
  "number_of_antenna_violations_at_the_first_check_in_global_routing": 6,
  "ios": 275,
  "r2r_setup_slack_ps": 19840,
  "core_area_um2": 70100,
  "path_cells": "clkdlybuf4s50_1, and4_1, nand3_1, nor3_1, and3_1, nand2_1, xnor2_1, ha_1, nand4_1, nor4_1, nor2b_1, o32a_1, nor2_2, o21ai_0, ha_1, nand3_1, nor3_2, nor2b_1, nand3_1, or3_1, mux2i_1, o211a_1",
  "via_count": 19834,
  "groute.layer.met3.usage_pct": 12.9,
  "yosysUniqueCellTypes": 74,
  "grt_use_met1_pct": 34.4,
  "yosysTopAreaCellShare_pct": 51.2,
  "hold-worst-slack_ps": 453,
  "power.total_mw": 2.31
}
-- layout by cell type, fill, tap and decap left out, types with 64 or more instances in the layout --
master,netlist,layout
sky130_fd_sc_hd__xnor2_1,70,70
sky130_fd_sc_hd__dfxtp_1,111,110
sky130_fd_sc_hd__nand2_1,168,168
sky130_fd_sc_hd__clkbuf_16,0,67
sky130_fd_sc_hd__a22o_1,64,64
sky130_fd_sc_hd__clkdlybuf4s50_1,0,272
sky130_fd_sc_hd__a21oi_1,106,106
sky130_fd_sc_hd__a221oi_1,66,66
sky130_fd_sc_hd__nor2_1,120,114
sky130_fd_sc_hd__edfxtp_1,485,485
sky130_fd_sc_hd__and2_1,359,359
-- layout make-up --
| class | instances | area (µm²) |
|---|---|---|
| repair buffers | 334 | 3190 |
| clock buffers | 101 | 1910 |
| clock inverters | 23 | 292 |
| flip-flops and latches | 596 | 16800 |
| inverters | 34 | 128 |
| multi-input cells | 1554 | 10900 |
| well taps | 940 | 1180 |
| fillers | 5965 | 35700 |
| diodes | 2 | 5.00 |
-- worst max-delay path by stage --
stage	startpoint	to	slack [ps]	cells after the start
4_1_cts	mem_data_in2[2]	mem_req_out[22]$_DFFE_PP_	13360	21
5_1_grt	mem_data_in2[2]	mem_req_out[28]$_DFFE_PP_	12800	22
6_report	mem_data_in2[2]	mem_req_out[28]$_DFFE_PP_	13280	22
-- cell families (layout without fill, tap and decap cells) --
family,count (synthesis),in the layout,share of synthesized area (%)
and+or+nand+nor,929,929,18.2
DFF,596,596,59.0
AOI/OAI and AO/OA,386,386,9.70
buffers and inverters,203,492,3.04
xor gates and xnor gates,121,121,3.73
muxes,72,72,4.27
adders and majority gates,46,46,2.02
other,0,2,0
-- registers in the layout (all words and copies together) (netlist names), 8 cells and up, named ones only --
name	flops
position.data_out	32
position.queue	256
neighbors.queue	128
position.valid	8
visited_req_out	32
neighbors.data_out	32
mem_req_out2	32
mem_req_out	32
-- metal layers --
layer	part of all wire, %	up-vias
met3	12	123
li1	-	9204
met5	0.076	-
met4	2.4	10
met2	46	966
met1	40	9531
-- power groups by stage --
stage	Sequential, mW	Clock (mW)	Combinational [mW]
CTS	1.14	1.00	0.189
global route	1.15	1.04	0.205
finish	1.14	0.982	0.187
-- tightest hold or removal path, stage by stage, from the launching register on --
cell,delay [ps]
sky130_fd_sc_hd__dfxtp_1,300
sky130_fd_sc_hd__nand2_1,50
sky130_fd_sc_hd__a21oi_1,50
Power figures rest on the tool's default switching activity, not on a simulated workload.
