==> run.sh <==
#!/bin/bash
# OpenROAD 26Q1-2900-gdf79404cd8, Yosys 0.63+post, stock flow scripts
make -C /OpenROAD-flow-scripts/flow DESIGN_CONFIG=/design/flow/config.mk WORK_HOME=/design/flow/orfs finish
==> config.mk <==
export PLATFORM = sky130hd
export DESIGN_NAME = manta
export DESIGN_NICKNAME = manta
export VERILOG_FILES = /design/flow/design.v
export SDC_FILE = /design/flow/constraint.sdc
export NUM_CORES = 4
export LEC_CHECK = 1
export CORE_UTILIZATION = 50
==> constraint.sdc <==
current_design manta

set clk_period 5.7
set clk_io_pct 0.2

create_clock -name clk0 -period $clk_period [get_ports {clk}]

set non_clock_inputs [all_inputs -no_clocks]
set_input_delay [expr $clk_period * $clk_io_pct] -clock clk0 $non_clock_inputs
set_output_delay [expr $clk_period * $clk_io_pct] -clock clk0 [all_outputs]
==> design.v <==
`default_nettype none
`timescale 1ns/1ps
module manta (
    input wire clk,
    input wire rx,
    output reg tx,
    input wire [31:0] val1_in,
    input wire [31:0] val2_in,
    output reg [31:0] val3_out,
    output reg [31:0] val4_out);
    uart_rx #(.CLOCKS_PER_BAUD(33)) urx (
        .clk(clk),
        .rx(rx),
        .data_o(urx_brx_data),
        .valid_o(urx_brx_valid));
    reg [7:0] urx_brx_data;
    reg urx_brx_valid;
    bridge_rx brx (
        .clk(clk),
        .data_i(urx_brx_data),
        .valid_i(urx_brx_valid),
        .addr_o(brx_lab8_io_core_addr),
        .data_o(brx_lab8_io_core_data),
        .rw_o(brx_lab8_io_core_rw),
        .valid_o(brx_lab8_io_core_valid));
    reg [15:0] brx_lab8_io_core_addr;
    reg [15:0] brx_lab8_io_core_data;
    reg brx_lab8_io_core_rw;
    reg brx_lab8_io_core_valid;
    lab8_io_core lab8_io_core_inst (
        .bus_clk(clk),
        .user_clk(clk),
        .val1_in(val1_in),
        .val2_in(val2_in),
        .val3_out(val3_out),
        .val4_out(val4_out),
        .addr_i(brx_lab8_io_core_addr),
        .data_i(brx_lab8_io_core_data),
        .rw_i(brx_lab8_io_core_rw),
        .valid_i(brx_lab8_io_core_valid),
        .addr_o(),
        .data_o(lab8_io_core_btx_data),
        .rw_o(lab8_io_core_btx_rw),
        .valid_o(lab8_io_core_btx_valid));
    reg [15:0] lab8_io_core_btx_data;
    reg lab8_io_core_btx_rw;
    reg lab8_io_core_btx_valid;
    bridge_tx btx (
        .clk(clk),
        .data_i(lab8_io_core_btx_data),
        .rw_i(lab8_io_core_btx_rw),
        .valid_i(lab8_io_core_btx_valid),
        .data_o(btx_utx_data),
        .start_o(btx_utx_start),
        .done_i(utx_btx_done));
    reg [7:0] btx_utx_data;
    reg btx_utx_start;
    reg utx_btx_done;
    uart_tx #(.CLOCKS_PER_BAUD(33)) utx (
        .clk(clk),
        .data_i(btx_utx_data),
        .start_i(btx_utx_start),
        .done_o(utx_btx_done),
        .tx(tx));
endmodule
module uart_rx (
    input wire clk,
    input wire rx,
    output reg [7:0] data_o,
    output reg valid_o);
    parameter CLOCKS_PER_BAUD = 0;
    localparam IDLE = 0;
    localparam BIT_ZERO = 1;
    localparam STOP_BIT = 9;
    reg	[3:0] state = IDLE;
    reg	[15:0] baud_counter = 0;
    reg zero_baud_counter;
    assign zero_baud_counter = (baud_counter == 0);
    reg ck_uart = 1;
    reg	q_uart = 1;
    always @(posedge clk)
        { ck_uart, q_uart } <= { q_uart, rx };
    always @(posedge clk)
        if (state == IDLE) begin
            state <= IDLE;
            baud_counter <= 0;
            if (!ck_uart) begin
                state <= BIT_ZERO;
                baud_counter <= CLOCKS_PER_BAUD+CLOCKS_PER_BAUD/2-1'b1;
            end
        end
        else if (zero_baud_counter) begin
            state <= state + 1;
            baud_counter <= CLOCKS_PER_BAUD-1'b1;
            if (state == STOP_BIT) begin
                state <= IDLE;
                baud_counter <= 0;
            end
        end
        else baud_counter <= baud_counter - 1'b1;
    always @(posedge clk)
        if ( (zero_baud_counter) && (state != STOP_BIT) )
            data_o <= {ck_uart, data_o[7:1]};
    initial	valid_o = 1'b0;
    always @(posedge clk)
        valid_o <= ( (zero_baud_counter) && (state == STOP_BIT) );
endmodule
module bridge_rx (
    input wire clk,
    input wire [7:0] data_i,
    input wire valid_i,
    output reg [15:0] addr_o,
    output reg [15:0] data_o,
    output reg rw_o,
    output reg valid_o);
    initial addr_o = 0;
    initial data_o = 0;
    initial rw_o = 0;
    initial valid_o = 0;
    function [3:0] from_ascii_hex;
        input [7:0] c;
        if ((c >= 8'h30) && (c <= 8'h39)) from_ascii_hex = c - 8'h30;
        else if ((c >= 8'h41) && (c <= 8'h46)) from_ascii_hex = c - 8'h41 + 'd10;
        else from_ascii_hex = 0;
    endfunction
    function is_ascii_hex;
        input [7:0] c;
        if ((c >= 8'h30) && (c <= 8'h39)) is_ascii_hex = 1;  
        else if ((c >= 8'h41) && (c <= 8'h46)) is_ascii_hex = 1;  
        else is_ascii_hex = 0;
    endfunction
    reg [7:0] buffer [7:0];  
    localparam IDLE = 0;
    localparam READ = 1;
    localparam WRITE = 2;
    reg [1:0] state = 0;
    reg [3:0] byte_num = 0;
    always @(posedge clk) begin
        addr_o <= 0;
        data_o <= 0;
        rw_o <= 0;
        valid_o <= 0;
        if (state == IDLE) begin
            byte_num <= 0;
            if (valid_i) begin
                if (data_i == "R") state <= READ;
                if (data_i == "W") state <= WRITE;
           end
        end
        else begin
            if (valid_i) begin
                byte_num <= byte_num + 1;
                buffer[byte_num] <= data_i;
                if(state == READ) begin
                    if(byte_num < 4) begin
                        if(!is_ascii_hex(data_i)) state <= IDLE;
                    end
                    else if(byte_num == 4) begin
                        state <= IDLE;
                        if((data_i == 8'h0D) || (data_i == 8'h0A)) begin
                            addr_o <=   (from_ascii_hex(buffer[0]) << 12) |
                                        (from_ascii_hex(buffer[1]) << 8)  |
                                        (from_ascii_hex(buffer[2]) << 4)  |
                                        (from_ascii_hex(buffer[3]));
                            data_o <= 0;
                            rw_o <= 0;
                            valid_o <= 1;
                        end
                    end
                end
                if(state == WRITE) begin
                    if(byte_num < 8) begin
                        if(!is_ascii_hex(data_i)) state <= IDLE;
                    end
                    else if(byte_num == 8) begin
                        state <= IDLE;
                        if((data_i == 8'h0A) || (data_i == 8'h0D)) begin
                            addr_o <=   (from_ascii_hex(buffer[0]) << 12) |
                                        (from_ascii_hex(buffer[1]) << 8)  |
                                        (from_ascii_hex(buffer[2]) << 4)  |
                                        (from_ascii_hex(buffer[3]));
                            data_o <=   (from_ascii_hex(buffer[4]) << 12) |
                                        (from_ascii_hex(buffer[5]) << 8)  |
                                        (from_ascii_hex(buffer[6]) << 4)  |
                                        (from_ascii_hex(buffer[7]));
                            rw_o <= 1;
                            valid_o <= 1;
                        end
                    end
                end
            end
        end
    end
endmodule
module lab8_io_core (
    input wire bus_clk,
    input wire user_clk,
    input wire [31:0] val1_in,
    input wire [31:0] val2_in,
    output reg [31:0] val3_out,
    output reg [31:0] val4_out,
    input wire [15:0] addr_i,
    input wire [15:0] data_i,
    input wire rw_i,
    input wire valid_i,
    output reg [15:0] addr_o,
    output reg [15:0] data_o,
    output reg rw_o,
    output reg valid_o
    );
    parameter BASE_ADDR = 0;
    reg strobe = 0;
    reg [31:0] val1_in_buf = 0;
    reg [31:0] val2_in_buf = 0;
    reg [31:0] val3_out_buf = 0;
    reg [31:0] val4_out_buf = 0;
    initial begin
        val3_out = 0;
        val4_out = 0;
    end
    always @(posedge user_clk) begin
        if(strobe) begin
            val1_in_buf <= val1_in;
            val2_in_buf <= val2_in;
            val3_out <= val3_out_buf;
            val4_out <= val4_out_buf;
        end
    end
    always @(posedge bus_clk) begin
        addr_o <= addr_i;
        data_o <= data_i;
        rw_o <= rw_i;
        valid_o <= valid_i;
        if( (valid_i) && (addr_i >= BASE_ADDR) && (addr_i <= BASE_ADDR + 8)) begin
            if(!rw_i) begin
                case (addr_i)
                    BASE_ADDR + 0: data_o <= strobe;
                    BASE_ADDR + 1: data_o <= val1_in_buf[15:0];
                    BASE_ADDR + 2: data_o <= val1_in_buf[31:16];
                    BASE_ADDR + 3: data_o <= val2_in_buf[15:0];
                    BASE_ADDR + 4: data_o <= val2_in_buf[31:16];
                    BASE_ADDR + 5: data_o <= val3_out_buf[15:0];
                    BASE_ADDR + 6: data_o <= val3_out_buf[31:16];
                    BASE_ADDR + 7: data_o <= val4_out_buf[15:0];
                    BASE_ADDR + 8: data_o <= val4_out_buf[31:16];
                endcase
            end
            else begin
                case (addr_i)
                    BASE_ADDR + 0: strobe <= data_i;
                    BASE_ADDR + 5: val3_out_buf[15:0] <= data_i;
                    BASE_ADDR + 6: val3_out_buf[31:16] <= data_i;
                    BASE_ADDR + 7: val4_out_buf[15:0] <= data_i;
                    BASE_ADDR + 8: val4_out_buf[31:16] <= data_i;
                endcase
            end
        end
    end
endmodule
module bridge_tx (
    input wire clk,
    input wire [15:0] data_i,
    input wire rw_i,
    input wire valid_i,
    output reg [7:0] data_o,
    output reg start_o,
    input wire done_i);
    function [7:0] to_ascii_hex;
        input [3:0] n;
        to_ascii_hex = (n < 10) ? (n + 8'h30) : (n + 8'h41 - 'd10);
    endfunction
    localparam PREAMBLE = "D";
    localparam CR = 8'h0D;
    localparam LF = 8'h0A;
    reg busy = 0;
    reg [15:0] buffer = 0;
    reg [3:0] count = 0;
    assign start_o = busy;
    always @(posedge clk) begin
        if (!busy) begin
            if (valid_i && !rw_i) begin
                busy <= 1;
                buffer <= data_i;
            end
        end
        if (busy) begin
            if(done_i) begin
                count <= count + 1;
                if (count > 5) begin
                    count <= 0;
                    if (valid_i && !rw_i) buffer <= data_i;
                    else busy <= 0;
                end
            end
        end
    end
    always @(*) begin
        case (count)
            0: data_o = PREAMBLE;
            1: data_o = to_ascii_hex(buffer[15:12]);
            2: data_o = to_ascii_hex(buffer[11:8]);
            3: data_o = to_ascii_hex(buffer[7:4]);
            4: data_o = to_ascii_hex(buffer[3:0]);
            5: data_o = CR;
            6: data_o = LF;
            default: data_o = 0;
        endcase
    end
endmodule
module uart_tx (
	input wire clk,
	input wire [7:0] data_i,
	input wire start_i,
	output reg done_o,
	output reg tx);
	parameter CLOCKS_PER_BAUD = 0;
	reg [$clog2(CLOCKS_PER_BAUD)-1:0] baud_counter = 0;
	reg [8:0] buffer = 0;
	reg [3:0] bit_index = 0;
	initial done_o = 1;
	initial tx = 1;
	always @(posedge clk) begin
		if (start_i && done_o) begin
			baud_counter <= CLOCKS_PER_BAUD - 1;
			buffer <= {1'b1, data_i};
			bit_index <= 0;
			done_o <= 0;
			tx <= 0;
		end
		else if (!done_o) begin
			baud_counter <= baud_counter - 1;
			done_o <= (baud_counter == 1) && (bit_index == 9);
			if (baud_counter == 0) begin
				baud_counter <= CLOCKS_PER_BAUD - 1;
				if (bit_index < 9) begin
					tx <= buffer[bit_index];
					bit_index <= bit_index + 1;
				end
				else begin
					if(start_i) begin
						buffer <= {1'b1, data_i};
						bit_index <= 0;
						tx <= 0;
					end
					else done_o <= 1;
				end
			end
		end
	end
endmodule
`default_nettype wire
==> impl_metrics.ini <==
; physical design summary
[outcome]
status = completed

[worst_setup_path]
cp_data_required_time_ps = 5850
worstReg2RegStart = brx.addr_o[14]
r2r_end = lab8_io_core_inst.val4_out_buf[4]
endpoint = lab8_io_core_inst.val4_out_buf[4]
rrSetupSlack_ps = 2870
cp-end-kind = flip-flop
cp-startpoint = brx.addr_o[14]
reg2reg_depth = 5
crit_fanout = 18
arrival_ps = 2990
criticalPathCategory = reg -> reg
crit_path_start_kind = flip-flop

[cts]
htreeDepth = 2
cts_tree = done
clkTransAtPathRegs_ps = 60
cts-root-buf = clkbuf_16
clock_latency_ps = 540
cts.path.max_buffers = 3
cts_resized = 0
cts_made_buffers = 41
cts_hold_buf = 0
clock_sinks = 387
post_cts_buffers = 0

[place]
dp_hpwl_mm = 22.5
gp_congestion = 0.889
numPortBuffers = 130

[synth]
yosysWarningCount = 7
top_area_share_pct = 54.5
synth.distinct_cells = 69
synthSimpleGateAreaFrac_pct = 10.1
syn_area_um2 = 15500
synth_top_cell_by_count = edfxtp_1
mux_area_share_pct = 4.47
async_flop_share_pct = 0
yosys.area_share.aoi_pct = 9.15
yosys_most_used_dff = edfxtp_1
top_area_cell = edfxtp_1
synthXorXnorAreaFrac_pct = 2.59
top_cells_by_count = edfxtp_1, nor2_1, dfxtp_1
yosys_cells = 1119
synth_adder_area_share_pct = 3.63
avgSynthCellArea_um2 = 13.9
yosys-stat-area_um2 = 15500
ys.flops = 387
syn_inst = 1119
synth.comb.largest_family = simple AND/OR/NAND/NOR gates
area_leaders = edfxtp_1, dfxtp_1, ha_1
synth-edff-count = 282
ys_seq_share_pct = 68.1

[die]
die_w_um = 178
core_um2 = 30600
dieHeight_um = 178
num_io_pins = 131
num_rows = 64
fp-utilization_pct = 50.8
die_area_um2 = 31800

[run]
cap_viol_max_count = 0
tool_warnings = 54

[global_route]
grt_pass1_vias = 9166
grt_first_pass_wirelength_mm = 49.9
overflow = 0
antenna_found_initial = 0
grt_use_total_pct = 22.8
grt_max_degree = 129

[drt]
routed_wl_mm = 32.4
ant_nets = 0
vias = 9214
dr.pass1.iters = 5
drt-initial-drc-count = 476
antennaDiodeCount = 0
wl_per_cell_um = 19.0
drc = 0
viasPerCell = 5.40

[sta]
whs_ps = 337
setup_tns_ps = 0
period_used_pct = 49.7
finalMaxSlewViolations = 0
hold_viol_final = 0
max_slew_margin_pct = 43.4
rsz0062_at_grt = false
setup_viol = 0
fmax_mhz = 353
worstMarginPinSlew_ps = 845
finalCriticalPeriod_ps = 2830
clock_skew_ps = 16.1

[power_and_ir_drop]
p_int_mw = 4.69
switchingPower_mw = 1.22
switching_share_pct = 20.6
share_seq_of_total_power_pct = 53.1
p_leak_nw = 6.39
p_comb_share_pct = 3.8
powerDensity_nw_per_um2 = 317
totalPowerFinal_mw = 5.91
peakVddDrop_v = 0.000252
p_clk_share_pct = 43.1

[min_path]
hold_path_class = reg -> reg
min_from = urx.q_uart

[final_layout]
fill_cells = 2286
drive_gt1_share_pct = 11.7
syn2layout_area_growth_pct = 20.1
## power groups by stage
stage	combinational [mW]	clock (mW)	sequential (mW)
6_report	0.223	2.55	3.14
4_1_cts	0.226	2.61	3.14
5_1_grt	0.251	2.71	3.15
## worst min-delay path by stage
stage / endpoint / depth (start not counted) / slack [ps]
CTS: urx.ck_uart / 0 / 340
global route: urx.ck_uart / 0 / 360
finish: urx.ck_uart / 0 / 340
## layout make-up
class | count | area, um^2 | share of cell area, %
timing repair buffer | 143 | 1410 | 7.57
clock buffer | 54 | 1120 | 6.03
inverter | 47 | 176 | 0.946
sequential | 387 | 10600 | 56.7
clock inverter | 22 | 195 | 1.05
tap | 396 | 495 | 2.66
multi-input combinational | 657 | 4680 | 25.1
## placed cells by master, fill, tap and decap left out, drive strengths merged, types with 9 or more instances in the layout
cell type and instances:
edfxtp 282, clkdlybuf4s50 130, nor2 118, dfxtp 105, a21oi 57, nand2 56
clkbuf 54, inv 49, mux2 45, ha 45, xnor2 40, o21ai 35
a31oi 24, nor2b 20, nor3 19, nor4 14, a221oi 14, clkinv 14
buf 13, mux2i 12, a22oi 12, o21bai 11, nand3b 10, nand3 10
and3 10, a2111oi 10, nor3b 9
## critical path, stage by stage, from the launching register on
cell and delay, ps:
dfxtp_1 300, or4_4 580, or3_1 390, buf_4 220
nor2_1 210, and3_1 750
## flip-flops by register name, indices dropped and copies added, names as in the netlist, 4 cells and up
| name | flops |
|---|---|
| lab8_io_core_inst.val4_out_buf | 32 |
| brx.byte_num | 4 |
| urx.data_o | 8 |
| utx.baud_counter | 6 |
| brx.data_o | 16 |
| urx.baud_counter | 16 |
| urx.state | 4 |
| lab8_io_core_inst.val1_in_buf | 32 |
| utx.buffer | 8 |
| lab8_io_core_inst.val4_out | 32 |
| lab8_io_core_inst.val2_in_buf | 32 |
| lab8_io_core_inst.val3_out | 32 |
| brx.buffer | 64 |
| btx.count | 4 |
| utx.bit_index | 4 |
| btx.buffer | 16 |
| lab8_io_core_inst.data_o | 16 |
| lab8_io_core_inst.val3_out_buf | 32 |
| brx.addr_o | 16 |
## kinds of logic (layout without fill, tap and decap cells)
logic type	Yosys count	in the layout
buffers and inverters	75	266
AND-OR/OR-AND	202	202
XOR/XNOR	46	46
multiplexers	60	60
flip-flops	387	387
AND/OR/NAND/NOR	304	304
adder cells (fa/ha/maj)	45	45
## routing by layer
metal	track usage [%]	part of all wire, %
met5	0	0
met4	4.24	2.0
met3	7.45	7.3
met2	35.2	48
met1	34.9	42
## stage by stage
step / std cells / utilization [%] / instance area [um^2] / worst slack, ps
finish: 1706 / 61.0 / 18700 / 2870
global route: 1706 / 61.0 / 18700 / 2800
CTS: 1706 / 61.0 / 18700 / 2880
detailed placement: 1630 / 56.7 / 17300 / 2900
global placement: 1630 / 56.7 / 17300 / 2940
floorplan: 1119 / - / 15500 / 2030
Power figures rest on the tool's default switching activity, not on a simulated workload.
