==> flow/design.v <==
`timescale 1ns / 1ps
`default_nettype none  
module CheckedQueue #(parameter DATA_WIDTH = 32, parameter TAG_WIDTH = 32, parameter DEPTH = 8)(
  input wire clk_in,
  input wire rst_in,
  input wire deq_smallest_in,
  input wire deq_largest_in,
  input wire [DATA_WIDTH-1:0] enq_data_in,
  input wire [TAG_WIDTH-1:0] enq_tag_in,
  input wire enq_in,
  output logic full_out,
  output logic [DATA_WIDTH-1:0] data_out,
  output logic [TAG_WIDTH-1:0] tag_out,
  output logic [$clog2(DEPTH):0] size_out,
  output logic empty_out,
  output logic valid_out,
  output logic [TAG_WIDTH-1:0] max_tag_out,
  output logic deq_stall_out
);
    logic [TAG_WIDTH-1:0] queue [DEPTH-1:0];  
    logic [DATA_WIDTH-1:0] Q_data [DEPTH-1:0];  
    logic valid [DEPTH-1:0]; 
    logic [$clog2(DEPTH):0] read_ptr_min, read_ptr_max, prev_read_ptr, write_ptr2;
    logic [31:0] curval;
    logic rem_lru, push_lru;
    logic deq_high, ready, cal_min_max;
    logic [$clog2(DEPTH)+1:0] i;
    always_ff @( posedge clk_in ) begin
        if (rst_in) begin
            i <= 0;
            curval <= 32'hFFFFFFFF;
            max_tag_out <= 0;
            deq_stall_out <= 1'b0;
            deq_high <= 1'b0;
            cal_min_max <= 1'b0;
            ready <= 1'b0;
        end else begin
            if (size_out==0 && ~enq_in) begin
                curval <= 32'hFFFFFFFF;
                max_tag_out <= 0;
                read_ptr_min <= 0;
                read_ptr_max <= 0;
            end
            if (i==DEPTH) begin
                ready <= 1'b1;
                if (cal_min_max) begin
                    deq_stall_out <= 1'b0;
                    cal_min_max <= 1'b0;
                end
            end
            else if (cal_min_max && i < DEPTH) begin
                i <= i + 1;
                ready <= 1'b0;
            end
            if (cal_min_max && valid[i] && queue[i] < curval) begin
                read_ptr_min <= i;
                curval <= queue[i];
            end
            if (cal_min_max && valid[i] && queue[i] > max_tag_out) begin
                read_ptr_max <= i; 
                max_tag_out <= queue[i];
            end
            if (enq_in) begin
                if (enq_tag_in > max_tag_out) begin
                    max_tag_out <= enq_tag_in;
                    read_ptr_max <= write_ptr2;
                end
                if (enq_tag_in < curval) begin
                    curval <= enq_tag_in;
                    read_ptr_min <= write_ptr2;
                end
            end
            else if (deq_largest_in || deq_smallest_in) begin
                deq_high <= 1'b1;
                ready <= 1'b1;
                deq_stall_out <= 1'b1;
            end
            else if (deq_high && valid_out) begin
                max_tag_out <= 0;
                curval <= 32'hFFFFFFFF;
                deq_high <= 1'b0;
                i <= 0;
                cal_min_max <= 1'b1;
            end
        end
    end
    logic [1:0] in_req_out;
    logic in_req_valid_out;
    FIFO #(.DATA_WIDTH(2),.DEPTH(8)) buf_out_max (
        .clk_in(clk_in),
        .rst_in(rst_in),
        .enq_data_in({deq_smallest_in,deq_largest_in}),
        .enq_in(deq_smallest_in || deq_largest_in),
        .deq_in(ready),
        .full_out(),
        .data_out(in_req_out),
        .empty_out(),
        .valid_out(in_req_valid_out)
    );
    PQ_FIFO_CH #(.DATA_WIDTH($clog2(DEPTH)+1), .DEPTH(DEPTH)) lru_cache (
        .clk_in(clk_in),
        .rst_in(rst_in),
        .deq_in(rem_lru),
        .enq_data_in(prev_read_ptr),
        .enq_in(push_lru),
        .full_out(),
        .data_out(write_ptr2),
        .empty_out(),
        .valid_out()
    );
     always_ff @( posedge clk_in ) begin
        if (rst_in) begin
            for (int i=0; i<DEPTH; i=i+1) begin
                queue[i] <= 0;
                Q_data[i] <= 0;
                valid[i] <= 1'b0;
            end
            prev_read_ptr <= 0;
            data_out <= 0;
            tag_out <= 0;
            valid_out <= 0;
            size_out <= 0;
            empty_out <= 1'b1;
            full_out <= 1'b0;
        end 
        else begin
            if ((in_req_out[1] && in_req_valid_out) && ~empty_out && valid[read_ptr_min]) begin
                data_out <= Q_data[read_ptr_min];
                tag_out <= queue[read_ptr_min];
                push_lru <= 1'b1;
                valid_out <= 1'b1;
                valid[read_ptr_min] <= 1'b0;
                prev_read_ptr <= read_ptr_min;
                size_out <= size_out -1;
                if (size_out-1==0) empty_out <= 1'b1;
                else if (size_out==DEPTH) full_out <= 1'b0;
            end else if ((in_req_out[0] && in_req_valid_out) && ~empty_out && valid[read_ptr_max]) begin
                data_out <= Q_data[read_ptr_max];
                tag_out <= queue[read_ptr_max];
                push_lru <= 1'b1;
                valid_out <= 1'b1;
                valid[read_ptr_max] <= 1'b0;
                prev_read_ptr <= read_ptr_max;
                size_out <= size_out -1;
                if (size_out-1==0) empty_out <= 1'b1;
                else if (size_out==DEPTH) full_out <= 1'b0;
            end else begin
                valid_out <= 1'b0;
                push_lru <= 1'b0;
            end
            if (enq_in && ~full_out && ~valid[write_ptr2]) begin
                size_out <= size_out +1;
                if (size_out+1==DEPTH) full_out <= 1'b1;
                else if (size_out==0) empty_out <= 1'b0;
                Q_data[write_ptr2] <= enq_data_in;
                queue[write_ptr2] <= enq_tag_in;
                rem_lru <= 1'b1;
                valid[write_ptr2] <= 1'b1;
            end else begin
                if (size_out==0) empty_out <= 1'b1;  
                rem_lru <= 0;
            end
        end
    end
endmodule
module PQ_FIFO_CH #(parameter DATA_WIDTH = 32, parameter DEPTH = 8)(
  input wire clk_in,
  input wire rst_in,
  input wire deq_in,
  input wire [DATA_WIDTH-1:0] enq_data_in,
  input wire enq_in,
  output logic full_out,
  output logic [DATA_WIDTH-1:0] data_out,
  output logic empty_out,
  output logic valid_out
);
    logic [DATA_WIDTH-1:0] queue [DEPTH-1:0];
    logic valid [DEPTH-1:0];
    logic [$clog2(DEPTH):0] read_ptr;
    logic [$clog2(DEPTH):0] write_ptr;
    logic start;
    always_comb begin
        data_out = queue[read_ptr];
        valid_out = valid[read_ptr];
    end
    always_ff @( posedge clk_in ) begin
        if (rst_in) begin
            for (int i=0; i<DEPTH; i=i+1) begin
                queue[i] <= i;
                valid[i] <= 1'b1;
            end
            read_ptr <= 0;
            write_ptr <= 0;
            start <= 0;
        end else begin
            if (~start) begin
                for (int i=0; i<DEPTH; i=i+1) begin
                    queue[i] <= i;
                    valid[i] <= 1'b1;
                end
                read_ptr <= 0;
                write_ptr <= 0;
                start <= 1'b1;
            end
            if (deq_in && ~(read_ptr == write_ptr && ~valid[read_ptr]) && valid[read_ptr]) begin
                valid[read_ptr] <= 0;  
                read_ptr <= (read_ptr < DEPTH-1) ? read_ptr +1 : 0;  
            end 
            if (enq_in && ~(read_ptr==write_ptr && valid[read_ptr]) && valid[write_ptr] == 0) begin
                queue[write_ptr] <= enq_data_in; 
                valid[write_ptr] <= 1;
                write_ptr <= (write_ptr < DEPTH-1) ? write_ptr +1 : 0;
            end
        end
    end
endmodule
`default_nettype wire
`timescale 1ns / 1ps
`default_nettype none  
module FIFO #(parameter DATA_WIDTH = 32, parameter DEPTH = 8)(
  input wire clk_in,
  input wire rst_in,
  input wire deq_in,
  input wire [DATA_WIDTH-1:0] enq_data_in,
  input wire enq_in,
  output logic full_out,
  output logic [DATA_WIDTH-1:0] data_out,
  output logic empty_out,
  output logic valid_out
);
    logic [DATA_WIDTH-1:0] queue [DEPTH-1:0];
    logic valid [DEPTH-1:0];
    logic [$clog2(DEPTH):0] read_ptr;
    logic [$clog2(DEPTH):0] write_ptr;
    always_ff @( posedge clk_in ) begin
        if (rst_in) begin
            for (int i=0; i<DEPTH; i=i+1) begin
                queue[i] <= 0;
                valid[i] <= 0;
            end
            data_out <= 0;
            read_ptr <= 0;
            write_ptr <= 0;
            valid_out <= 0;
        end else begin
            if (deq_in && ~empty_out && valid[read_ptr]) begin
                data_out <= queue[read_ptr];
                valid_out <= 1;
                valid[read_ptr] <= 0;
                read_ptr <= (read_ptr < DEPTH-1) ? read_ptr +1 : 0;
            end else valid_out <= 0;
            if (enq_in && ~full_out && valid[write_ptr] == 0) begin
                queue[write_ptr] <= enq_data_in;
                valid[write_ptr] <= 1;
                write_ptr <= (write_ptr < DEPTH-1) ? write_ptr +1 : 0;
            end
            empty_out <= (read_ptr == write_ptr && ~valid[read_ptr]);
            full_out <= (read_ptr==write_ptr && valid[read_ptr]);
        end
    end
endmodule
`default_nettype wire
==> flow/run.sh <==
#!/bin/bash
# OpenROAD 26Q1-2900-gdf79404cd8, Yosys 0.63+post, stock flow scripts
make -C /OpenROAD-flow-scripts/flow DESIGN_CONFIG=/design/flow/config.mk WORK_HOME=/design/flow/orfs finish
==> flow/config.mk <==
export PLATFORM = sky130hd
export DESIGN_NAME = CheckedQueue
export DESIGN_NICKNAME = CheckedQueue
export VERILOG_FILES = /design/flow/design.v
export SDC_FILE = /design/flow/constraint.sdc
export NUM_CORES = 4
export LEC_CHECK = 1
export CORE_UTILIZATION = 40
==> flow/constraint.sdc <==
current_design CheckedQueue

set clk_period 17.4
set clk_io_pct 0.2

create_clock -name clk0 -period $clk_period [get_ports {clk_in}]

set non_clock_inputs [all_inputs -no_clocks]
set_input_delay [expr $clk_period * $clk_io_pct] -clock clk0 $non_clock_inputs
set_output_delay [expr $clk_period * $clk_io_pct] -clock clk0 [all_outputs]
==> Changelog: implementation <==
### Metrics

- Crit path DRT: 17.66 ns
- Syn Area/Cell: 11.1 µm²
- Maximum VDD drop: 80.8 µV
- Status: complete, no violations
- Slew @ Worst Pin: 0.839 ns
- OpenROAD warnings: 31
- Layout cells sized above 1: 0.110
- Clock Tree Buf Depth: 3
- Number of port buffers: 172
- Hold Worst Slack: 0.480 ns
- # Post-CTS Setup Buffers: 0
- Yosys top cell area share: 0.436
- Worst-path clk slew: 0.06 ns
- Core Region: 95400 µm²
- First DRT Iteration DRCs: 1675
- Power Density: 105 nW/µm²
- Post-CTS Hold Fix Bufs: 0
- Area contributors post-synth: edfxtp_1 (44%), dfxtp_1 (11%), and2_1 (8.6%)
- Worst reg2reg setup slack: 11.58 ns
- CTS tree: yes
- Synthesized area: 38700 µm²
- Main synth FF type: edfxtp_1
- Dpl hpwl: 69500 µm
- I/O Pins: 173
- Register area share after synthesis: 0.544
- Critical path class: in -> reg
- WHS Endpoint: deq_high
- Slew headroom: 0.441
- Yosys chip area: 38700 µm²
- DRT Pass-1 Iters: 5
- Pleak: 16.4 nW
- Vias in the first global route: 27800
- Minimum clock period: 7.31 ns
- Fin. Hold Viols: 0
- Final-layout fill cell count: 8388
- Worst Reg-to-Reg Cells: 10
- Post-DR vias/cell: 5.58
- Routability Congestion: 0.912
- # rows: 113
- Gate power share: 0.149
- Initial antenna violation count: 7
- Vias post-DR: 27400
- Gr usage total: 0.248
- Hold_sp: deq_high
- Post-route ant nets: 0
- Num CTS Buffers: 86
- Die Span Y: 313 µm
- Count of library flops with an enable pin: 562
- Seq cells post-synth: 771
- Async set or reset register ratio after synthesis: 0
- Setup crit start kind: input pin
- Die ar.: 98100 µm²
- PostCTS Resize Cnt: 0
- Htree depth: 3
- Setup TNS: 0 ns
- Maxcap violations: 0
- # clock sinks: 771
- Yosys stat cell total: 3491
- DRC violations left: 0
- Total wire length: 113000 µm
- Worst Path Arrival: 7.57 ns
- Fp_density: 0.406
- Crit end category: register
- WL/cell: 23.0 µm
- First-pass GRT wire length: 173000 µm
- Clock power frac: 0.390
- Sw frac: 0.272
- Cycle use final: 0.420
- Max FO, Critical Path: 46
- Die width: 313 µm
- Synth Instances: 3491
- Max-slew violations: 0
- Synthesis-to-layout area growth: 15.3%
- CTS Root Cell: clkbuf_16
- Largest net degree at the start of global routing: 104
- Warnings, synthesis: 3
- Pint: 0.00341 W
- WHS Path Cells: 2
- Final setup fails: 0
- Cell Type Count: 74
- Clock skew: 0.0660 ns
- Clk ins delay skew pair: 0.69 ns
- Congestion Overflow GR: 0
- Sw power: 0.00127 W
- Hold WC Path Type: reg -> reg
- Sequential power share: 0.461
- RSZ-0062 raised after global routing: no
- Cell type with the largest total area: edfxtp_1
- Crit Reg-Reg Endpoint: Q_data[7][18]
- Post-layout util: 0.468
- Max frequency: 0.137 GHz
stage by stage:
stage	instance area, µm²	power, W	instances	worst slack (ns)
2_1_floorplan	38700	0.00264	3491	7.99
3_3_place_gp	41800	0.00289	4757	9.44
3_5_place_dp	41800	0.00289	4757	9.47
4_1_cts	44700	0.00472	4918	10.14
5_1_grt	44700	0.00488	4918	9.76
6_report	44700	0.00469	4920	10.09
sequential cells by signal, summed over array words and instances (netlist names), 5 cells and up, named ones only:
register and cells:
lru_cache.valid 8, lru_cache.queue 24, Q_data 256, buf_out_max.queue 16
buf_out_max.valid 8, queue 256, i 5, curval 32
tag_out 32, data_out 32, valid 8, max_tag_out 32
area by class of cell:
type                            instances  area [µm²]  area share
Clock inverter                         36         459      0.0103
Multi-Input combinational cell       2398       16600       0.371
Timing Repair Buffer                  240        2250      0.0505
Tap cell                             1265        1580      0.0354
Inverter                               83         312     0.00697
Antenna cell                            2        5.00    0.000112
Sequential cell                       771       21100       0.472
Clock buffer                          125        2420      0.0542
cell usage after synthesis, drive strengths merged (4+ instances only):
library cell and instances:
edfxtp 562, and2 531, nand2 484, dfxtp 209, nand3 209, a21oi 197, clkbuf 141, ha 135
mux4 108, nor2 106, buf 98, o21ai 98, inv 80, a211oi 48, o211ai 45, a221oi 43
mux2 43, o22ai 39, a21o 36, nand4 35, a22oi 28, nor3 27, nand2b 19, mux2i 18
nand3b 12, nor2b 12, or2 11, a31o 10, a31oi 9, and3 9, o21a 9, or3 9
nor3b 8, xnor2 7, a22o 6, xor2 6, and3b 4
cell families after synthesis:
family | count (synthesis) | share of synthesized area
adder cells (fa/ha/maj) | 135 | 0.0436
XOR/XNOR | 13 | 0.00294
buffers and inverters | 322 | 0.0347
AND/OR/NAND/NOR | 1483 | 0.196
flip-flops | 771 | 0.544
AND-OR/OR-AND | 598 | 0.0985
multiplexers | 169 | 0.0808
how the worst max path moves through the flow:
stage         slack [ns]             to  startpoint
finish             10.09  Q_data[7][18]      enq_in
global route        9.76  Q_data[7][18]      enq_in
CTS                10.14  Q_data[7][16]      enq_in
layout by cell type, fill, tap and decap left out, drive strengths merged, types with 27 or more instances in the layout:
master           n
clkdlybuf4s50  171
o21ai           98
buf             69
edfxtp         562
dfxtp          209
o211ai          45
clkinv          30
a221oi          43
nor2           106
and2           531
clkbuf         125
mux2            43
a21o            36
ha             135
inv             81
nor3            27
o22ai           39
a21oi          197
nand2          484
nand4           35
nand3          209
mux4           108
a22oi           28
a211oi          48
power groups by stage:
stage                 combinational (W)  sequential, W  clock, W
after CTS                      0.000698        0.00216   0.00187
after global routing           0.000770        0.00218   0.00193
final                          0.000697        0.00216   0.00183
worst max-delay path: stages:
cell and delay (ns):
clkdlybuf4s50_1 0.78, nand2b_1 0.12, a41oi_1 0.18, o2111a_1 0.51, nand2_1 0.58, nor3_2 0.30
buf_4 0.46, or2_4 0.39, buf_4 0.72
metal layers:
metal | wire length [µm] | vias to the layer above | track usage
met4 | 2880 | 10 | 0.0539
met3 | 12800 | 180 | 0.112
li1 | - | 12900 | -
met1 | 44900 | 13200 | 0.345
met5 | 55 | - | 0.00290
met2 | 52800 | 1144 | 0.376
Power is estimated from default activity; no workload was simulated.
