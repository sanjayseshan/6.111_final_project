--- design/flow/run.sh ---
#!/bin/bash
# OpenROAD 26Q1-2900-gdf79404cd8, Yosys 0.63+post, stock flow scripts
make -C /OpenROAD-flow-scripts/flow DESIGN_CONFIG=/design/flow/config.mk WORK_HOME=/design/flow/orfs finish
--- design/flow/config.mk ---
export PLATFORM = sky130hd
export DESIGN_NAME = PriorityQueue
export DESIGN_NICKNAME = PriorityQueue
export VERILOG_FILES = /design/flow/design.v
export SDC_FILE = /design/flow/constraint.sdc
export NUM_CORES = 4
export LEC_CHECK = 1
export CORE_UTILIZATION = 50
--- design/flow/constraint.sdc ---
current_design PriorityQueue

set clk_period 13.2
set clk_io_pct 0.2

create_clock -name clk0 -period $clk_period [get_ports {clk_in}]

set non_clock_inputs [all_inputs -no_clocks]
set_input_delay [expr $clk_period * $clk_io_pct] -clock clk0 $non_clock_inputs
set_output_delay [expr $clk_period * $clk_io_pct] -clock clk0 [all_outputs]
--- design/flow/design.v ---
`timescale 1ns / 1ps
`default_nettype none  
module FIFO #(parameter DATA_WIDTH = 32, parameter DEPTH = 8)(
  input wire clk_in,
  input wire rst_in,
  input wire deq_in,
  input wire [DATA_WIDTH-1:0] enq_data_in,
  input wire enq_in,
  output logic full_out,
  output logic [DATA_WIDTH-1:0] data_out,
  output logic empty_out,
  output logic valid_out
);
    logic [DATA_WIDTH-1:0] queue [DEPTH-1:0];
    logic valid [DEPTH-1:0];
    logic [$clog2(DEPTH):0] read_ptr;
    logic [$clog2(DEPTH):0] write_ptr;
    always_ff @( posedge clk_in ) begin
        if (rst_in) begin
            for (int i=0; i<DEPTH; i=i+1) begin
                queue[i] <= 0;
                valid[i] <= 0;
            end
            data_out <= 0;
            read_ptr <= 0;
            write_ptr <= 0;
            valid_out <= 0;
        end else begin
            if (deq_in && ~empty_out && valid[read_ptr]) begin
                data_out <= queue[read_ptr];
                valid_out <= 1;
                valid[read_ptr] <= 0;
                read_ptr <= (read_ptr < DEPTH-1) ? read_ptr +1 : 0;
            end else valid_out <= 0;
            if (enq_in && ~full_out && valid[write_ptr] == 0) begin
                queue[write_ptr] <= enq_data_in;
                valid[write_ptr] <= 1;
                write_ptr <= (write_ptr < DEPTH-1) ? write_ptr +1 : 0;
            end
            empty_out <= (read_ptr == write_ptr && ~valid[read_ptr]);
            full_out <= (read_ptr==write_ptr && valid[read_ptr]);
        end
    end
endmodule
`default_nettype wire
`timescale 1ns / 1ps
`default_nettype none  
module PriorityQueue #(parameter DATA_WIDTH = 32, parameter TAG_WIDTH = 32, parameter DEPTH = 8)(
  input wire clk_in,
  input wire rst_in,
  input wire deq_smallest_in,
  input wire deq_largest_in,
  input wire [DATA_WIDTH-1:0] enq_data_in,
  input wire [TAG_WIDTH-1:0] enq_tag_in,
  input wire enq_in,
  output logic full_out,
  output logic [DATA_WIDTH-1:0] data_out,
  output logic [TAG_WIDTH-1:0] tag_out,
  output logic [$clog2(DEPTH):0] size_out,
  output logic empty_out,
  output logic valid_out,
  output logic [TAG_WIDTH-1:0] max_tag_out,
  output logic [TAG_WIDTH-1:0] curval,
  output logic proc_deq_ready,
  output logic deq_stall_out,
  output logic checked_enq_in,
  output logic [$clog2(DEPTH)+1:0] read_ptr_min,
  output logic [$clog2(DEPTH)+1:0] read_ptr_max
);
    logic [TAG_WIDTH-1:0] queue [DEPTH-1:0];  
    logic [DATA_WIDTH-1:0] Q_data [DEPTH-1:0];  
    logic valid [DEPTH-1:0]; 
    logic [$clog2(DEPTH)+1:0] prev_read_ptr;
    logic [$clog2(DEPTH)+1:0] write_ptr;
    logic [TAG_WIDTH-1:0] maxval;
    logic rem_lru;
    logic push_lru;
    logic deq_high;
    logic [$clog2(DEPTH)+1:0] i;
    logic ready;
    logic cal_min_max;
    logic [32:0] tmp_out;
    always_ff @( posedge clk_in ) begin
        if (rst_in) begin
            i <= 0;
            curval <= 32'hFFFFFFFF; 
            maxval <= 32'h0;
            deq_high <= 1'b0;
            max_tag_out <= 0;
            cal_min_max <= 1'b0;
            ready <= 1'b0;
            deq_stall_out <= 1'b0;
        end else begin
            if (i==DEPTH) begin
                ready <= 1'b1;
                if (cal_min_max) begin
                    deq_stall_out <= 1'b0;
                    cal_min_max <= 1'b0;
                end
            end
            else if (cal_min_max && i < DEPTH) begin
                i <= i + 1;
                ready <= 1'b0;
            end
            if (cal_min_max && valid[i] && queue[i] < curval) begin
                read_ptr_min <= i;
                curval <= queue[i];
            end
            if (cal_min_max && valid[i] && queue[i] > max_tag_out) begin
                read_ptr_max <= i;  
                max_tag_out <= queue[i];
            end
            if (enq_in && ~full_out) begin
                if (enq_tag_in > max_tag_out && ~valid[write_ptr]) begin
                    max_tag_out <= enq_tag_in;
                    read_ptr_max <= write_ptr;
                end
                if (enq_tag_in < curval && ~valid[write_ptr]) begin
                    curval <= enq_tag_in;
                    read_ptr_min <= write_ptr;
                end
            end
            else if (deq_largest_in || deq_smallest_in) begin
                deq_high <= 1'b1;
                ready <= 1'b1;
                deq_stall_out <= 1'b1;
            end
            else if (deq_high && valid_out) begin
                max_tag_out <= 0;
                curval <= 32'hFFFFFFFF;
                deq_high <= 1'b0;
                i <= 0;
                cal_min_max <= 1'b1;
            end
        end
    end
    logic [1:0] in_req_out;
    logic in_req_valid_out;
    FIFO #(.DATA_WIDTH(2),.DEPTH(8)) buf_out_max_2 (
        .clk_in(clk_in),
        .rst_in(rst_in),
        .enq_data_in({deq_smallest_in,deq_largest_in}),
        .enq_in(deq_smallest_in || deq_largest_in),
        .deq_in(ready),
        .full_out(),
        .data_out(in_req_out),
        .empty_out(proc_deq_ready),
        .valid_out(in_req_valid_out)
    );
    PQ_FIFO_CH_2 #(.DATA_WIDTH($clog2(DEPTH)+1), .DEPTH(DEPTH)) lru_cache_2 (
        .clk_in(clk_in),
        .rst_in(rst_in),
        .deq_in(rem_lru),
        .enq_data_in(prev_read_ptr),
        .enq_in(push_lru),
        .full_out(),
        .data_out(write_ptr),
        .empty_out(),
        .valid_out()
    );
     always_ff @( posedge clk_in ) begin
        if (rst_in) begin
            for (int i=0; i<DEPTH; i=i+1) begin
                queue[i] <= 0;
                Q_data[i] <= 0;
                valid[i] <= 1'b0;
            end
            prev_read_ptr <= 0;
            data_out <= 0;
            valid_out <= 0;
            size_out <= 0;
            empty_out <= 1'b1;
            full_out <= 1'b0;
        end 
        else begin
            if ((in_req_out[1] && in_req_valid_out) && ~empty_out && valid[read_ptr_min]) begin
                data_out <= Q_data[read_ptr_min];
                tag_out <= queue[read_ptr_min];
                push_lru <= 1'b1;
                valid_out <= 1'b1;
                valid[read_ptr_min] <= 1'b0;
                prev_read_ptr <= read_ptr_min;
                size_out <= size_out -1;
                if (size_out-1==0) empty_out <= 1'b1;
                else if (size_out==DEPTH) full_out <= 1'b0;
            end else if ((in_req_out[0] && in_req_valid_out) && ~empty_out && valid[read_ptr_max]) begin
                data_out <= Q_data[read_ptr_max];
                tag_out <= queue[read_ptr_max];
                push_lru <= 1'b1;
                valid_out <= 1'b1;
                valid[read_ptr_max] <= 1'b0;
                prev_read_ptr <= read_ptr_max;
                size_out <= size_out -1;
                if (size_out-1==0) empty_out <= 1'b1;
                else if (size_out==DEPTH) full_out <= 1'b0;
            end else begin
                valid_out <= 1'b0;
                push_lru <= 1'b0;
            end
            if (enq_in && ~full_out) begin
                size_out <= size_out +1;
                if (size_out+1==DEPTH) full_out <= 1'b1;
                else if (size_out==0) empty_out <= 1'b0;
                Q_data[write_ptr] <= enq_data_in;
                queue[write_ptr] <= enq_tag_in;
                rem_lru <= 1'b1;
                valid[write_ptr] <= 1'b1;
                checked_enq_in <= 1'b1;
            end else begin
                rem_lru <= 0;
                checked_enq_in <= 1'b0;
            end
        end
    end
endmodule
module PQ_FIFO_CH_2 #(parameter DATA_WIDTH = 32, parameter DEPTH = 8)(
  input wire clk_in,
  input wire rst_in,
  input wire deq_in,
  input wire [DATA_WIDTH-1:0] enq_data_in,
  input wire enq_in,
  output logic full_out,
  output logic [DATA_WIDTH-1:0] data_out,
  output logic empty_out,
  output logic valid_out
);
    logic [DATA_WIDTH-1:0] queue [DEPTH-1:0];
    logic valid [DEPTH-1:0];
    logic [$clog2(DEPTH):0] read_ptr;
    logic [$clog2(DEPTH):0] write_ptr;
    always_comb begin
        data_out = queue[read_ptr];
        valid_out = valid[read_ptr];
    end
    always_ff @( posedge clk_in ) begin
        if (rst_in) begin
            for (int i=0; i<DEPTH; i=i+1) begin
                queue[i] <= i;
                valid[i] <= 1;
            end
            read_ptr <= 0;
            write_ptr <= 0;
        end else begin
            if (deq_in && ~(read_ptr == write_ptr && ~valid[read_ptr]) && valid[read_ptr]) begin
                valid[read_ptr] <= 0;  
                read_ptr <= (read_ptr < DEPTH-1) ? read_ptr +1 : 0;  
            end 
            if (enq_in && ~(read_ptr==write_ptr && valid[read_ptr]) && valid[write_ptr] == 0) begin
                queue[write_ptr] <= enq_data_in; 
                valid[write_ptr] <= 1;
                write_ptr <= (write_ptr < DEPTH-1) ? write_ptr +1 : 0;
            end
        end
    end
endmodule
`default_nettype wire
==> out/highlights.md <==
## Power
- 143.8 nW/um^2 — ratio of total power to cell area
- 17.24 nW — Leak
- 0.00009951 V — worst supply voltage drop on vdd

## Critical path
- sky130_fd_sc_hd__clkdlybuf4s50_1 — Slowest-stage cell, CP
- input pin — Worst Setup Start Kind
- 6530 ps — CP Data Arrival Time
- 13730 ps — critical path data required time
- 2 — buffer and inverter count on the worst path
- 700 ps — stage delay of the slowest cell on the critical path
- input pin to flip-flop — CP Class
- 32 — Max FO, Critical Path
- simple AND/OR/NAND/NOR gates — family with the most delay on the worst path
- flip-flop — nature of the critical path endpoint
- clkdlybuf4s50_1 > ha_1 > nand4_1 > nor3_1 > nand4_1 > o211ai_1 > nand3_1 > nand3_1 > buf_4 > o2bb2ai_1 — CP cell instances

## Yosys
- 783 — Synthesized registers
- 39480 um^2 — summed instance area of the synthesized netlist
- simple AND/OR/NAND/NOR gates — Logic family by area
- 39480 um^2 — chip area from the yosys synthesis statistics
- 3581 — synthesized netlist cell count
- 3581 — Yosys Instances
- 72 — Cell Type Count
- 0 — async set or reset register ratio after synthesis
- 11.02 um^2 — mean post-synth cell area
- 0.04279 — adder-cell share of the synthesized area
- 0.5507 — sequential-to-total area share from yosys stat
- 5 — YS warnings
- 0.08681 — area fraction in mux cells
- 606 — number of flops mapped to enable cells by yosys
- 0.002884 — XOR/XNOR Area Share
- sky130_fd_sc_hd__edfxtp_1 — most used flip-flop cell after synthesis
- 0.07261 — Complex Gates by Area
- 0.2125 — simple-gate area share of the yosys netlist

## Job
- 34 — tool warnings
- 0 — number of maximum-capacitance constraint violations

## Timing
- 0 — final hold violations
- 0.4547 — period utilisation layout
- 6002 ps — Final Critical Period
- 36.84 ps — maximum clock skew at final layout
- 456.1 ps — worst hold slack across all endpoints
- 0 — number of slew-limit violations in the final report
- 0 ps — setup TNS
- 0.2337 — Slew Limit Headroom
- 0 — setup violators final
- 166.6 MHz — maximum achievable frequency
- false — unrepaired setup endpoints after global routing
- 1121 ps — transition time at the pin with the least slew margin

## Floorplanning
- 217 — num ports
- 0.5071 — pre-placement core utilization
- 80080 um^2 — Chip Footprint
- 283.0 um — die y size
- 102 — number of placement rows
- 283.0 um — horizontal extent of the die
- 77850 um^2 — Std-Cell Core Area

## Clock tree
- 3 — clk buf depth
- 0 — number of post-CTS setup repair buffers
- yes — clock tree from TritonCTS
- 0 — number of gates given a new drive strength after cts
- 86 — CTS Buf Count
- 60 ps — Clock Pin Slew Worst Setup and Hold Paths
- 783 — number of sinks on the clock net
- sky130_fd_sc_hd__clkbuf_16 — root buffer cell
- 670 ps — clock latency of the later-clocked register in the worst-skew pair
- 0 — # hold bufs at CTS
- 3 — H-tree depth

## Cells and area
- sky130_fd_sc_hd__edfxtp_1 — most common logic cell in the routed design
- 0.1042 — share of final-layout standard cells stronger than drive strength 1
- sky130_fd_sc_hd__edfxtp_1, sky130_fd_sc_hd__nand2_1, sky130_fd_sc_hd__and2_1 — top logic cells by instance count in the layout
- 15.99% — Layout Area Growth over Synthesis
- 0.5882 — end-of-flow core utilization
- 45790 um^2 — Layout Cell Area excl Fill

## Drt
- 53.37 mm — Met2 Wirelength
- 0 — DRC
- 0 — count of nets left with antenna violations after detail routing
- 116.8 mm — final routed wirelength across all metal layers
- 5 — number of iterations in the first detailed-routing pass
- 14.54 mm — routed length on met3
- 28438 — total via count in the routed design
- 24.10 um — average routed wire per standard cell
- met5 — uppermost layer routed
- 1592 — violation count after the first detailed-route iteration
- 45.77 mm — post-route met1 wirelength
- 5.870 — per-cell via count in the routed design

## Placement
- 69.51 mm — HPWL Detailed
- 0.9333 — global placement routability congestion
- 42820 um^2 — Placed Area
- 216 — Port Buffer Count

## Outcome
- finished, final reports clean — status

## Min path
- flip-flop to flip-flop — class of the worst hold path

## GRT
- 0.3175 — all-layer global routing usage
- 114 — maximum number of pins on one net before global-route repair
- 177.6 mm — global-route wire length before repair
- 6 — initial antenna violation count
- 29170 — number of global-route vias before repair
- 0 — GRT overflow

[worst paths after layout]
path / cells after the start / end / slack [ps] / start
hold reg to reg: 2 / deq_high$_SDFFE_PP0P_ / 460 / deq_high$_SDFFE_PP0P_
hold / removal: 2 / deq_high$_SDFFE_PP0P_ / 460 / deq_high$_SDFFE_PP0P_
setup reg to reg: 13 / read_ptr_max[1]$_DFFE_PN_ / 7460 / i[1]$_SDFF_PP0_
setup / recovery: 10 / max_tag_out[2]$_SDFF_PP0_ / 7200 / enq_tag_in[31]
[cell type report]
| class | instances | area (um^2) |
|---|---|---|
| clock buffers | 121 | 2394 |
| well taps | 1040 | 1301 |
| fillers | 6087 | 32060 |
| multi-input cells | 2486 | 16720 |
| clock inverters | 39 | 568.0 |
| inverters | 81 | 304.0 |
| flip-flops and latches | 783 | 21750 |
| diodes | 4 | 10.01 |
| repair buffers | 291 | 2748 |
[synthesized netlist by cell type, drive strengths merged (35+ instances only)]
master / instances / share of area
edfxtp: 606 / 0.46
nand2: 593 / 0.056
and2: 543 / 0.086
nand3: 289 / 0.037
dfxtp: 177 / 0.090
clkbuf: 154 / 0.015
o21ai: 147 / 0.019
ha: 135 / 0.043
a21oi: 118 / 0.015
mux2i: 101 / 0.026
mux4: 86 / 0.049
inv: 79 / 0.0075
nor2: 79 / 0.0075
buf: 77 / 0.0093
mux2: 40 / 0.011
nand4: 35 / 0.0055
[metrics by stage]
step	power, W	instances	setup slack, ps
3_5_place_dp	0.004140	4681	6636
3_3_place_gp	0.004117	4681	6778
2_1_floorplan	0.003681	3581	4542
5_1_grt	0.006863	4844	6952
6_report	0.006583	4845	7198
4_1_cts	0.006620	4841	7314
[power by group]
group	total (W)	switching (W)	internal, W
clock	0.00248	0.00104	0.00144
combinational	0.00112	0.000702	0.000423
sequential	0.00298	0.000131	0.00285
total	0.00658	0.00187	0.00472
[tightest hold or removal path: stages, from the launching register on]
cell	delay, ps
sky130_fd_sc_hd__dfxtp_1	310
sky130_fd_sc_hd__inv_1	50
sky130_fd_sc_hd__a21oi_1	50
[logic make-up after synthesis]
group                      Yosys count
buffers and inverters              312
adders and majority gates          135
DFF                                783
muxes                              227
and+or+nand+nor                   1660
AOI/OAI and AO/OA                  451
xor gates and xnor gates            13
[flip-flops by register name (all words and copies together), names as in the netlist, 5 cells and up, named ones only]
signal / cells
buf_out_max_2.valid: 8
data_out: 32
tag_out: 32
buf_out_max_2.queue: 16
Q_data: 256
i: 5
valid: 8
read_ptr_min: 5
lru_cache_2.valid: 8
lru_cache_2.queue: 32
curval: 32
read_ptr_max: 5
max_tag_out: 32
queue: 256
[metal layers]
| layer | vias up | global-route usage |
|---|---|---|
| met5 | - | 0.01726 |
| met4 | 6 | 0.07147 |
| met3 | 203 | 0.1612 |
| met2 | 1408 | 0.4599 |
| met1 | 13646 | 0.4564 |
| li1 | 13175 | - |
No activity file was given, so power comes from the tool's default toggle rates.
